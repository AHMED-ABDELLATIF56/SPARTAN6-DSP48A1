## ./config.mk

```make
export PLATFORM = sky130hd
export DESIGN_NAME = reg_mux_block
export DESIGN_NICKNAME = reg_mux_block
export VERILOG_FILES = /design/flow/design.v
export SDC_FILE = /design/flow/constraint.sdc
export NUM_CORES = 4
export LEC_CHECK = 1
export CORE_AREA = 10 10 85 85
export DIE_AREA = 0 0 95 95
```

## ./constraint.sdc

```tcl
current_design reg_mux_block

set clk_period 1.2
set clk_io_pct 0.2

create_clock -name clk0 -period $clk_period [get_ports {clk}]

set non_clock_inputs [all_inputs -no_clocks]
set_input_delay [expr $clk_period * $clk_io_pct] -clock clk0 $non_clock_inputs
set_output_delay [expr $clk_period * $clk_io_pct] -clock clk0 [all_outputs]
```

## ./design.v

```verilog
module reg_mux_block (x,sel,clk,ce,rst,y);
	parameter WIDTH=18;
	parameter RSTTYPE="SYNC";
	input [WIDTH-1:0]x;
	input sel,clk,rst,ce;
	output [WIDTH-1:0]y;
	reg [WIDTH-1:0] reg_out;
	generate
		if (RSTTYPE=="SYNC") begin
			always @(posedge clk or posedge rst) begin 
				if(rst) begin
					reg_out <= 0;
				end else if (ce) begin
					reg_out <= x;
				end else reg_out <= reg_out;
			end
		end else begin
			always @(posedge clk or posedge rst) begin 
				if(rst) begin
					reg_out <= 0;
				end else if (ce) begin
					reg_out <= x;
				end else reg_out <= reg_out;
			end 
		end
	endgenerate
	assign y= sel? reg_out:x;
endmodule : reg_mux_block
```

## ./run.sh

```bash
#!/bin/bash
# OpenROAD 26Q1-2900-gdf79404cd8, Yosys 0.63+post, stock flow scripts
make -C /OpenROAD-flow-scripts/flow DESIGN_CONFIG=/design/flow/config.mk WORK_HOME=/design/flow/orfs finish
```

==> flow_summary.toml <==
# flow metrics
[status]
status = "finished with violations"
violations = "negative setup slack"

[global_route]
grt.overflow.total = 0
grt_pass1_vias = 741
antenna_found_initial = 0
grt_pass1_wl_um = 3820
grt_max_degree = 19
grtUsageTotal_pct = 5.39

[synthesis]
synth-edff-count = 0
synthArstFlopShare_pct = 100
ys_seq_share_pct = 45.2
netlist_area_um2 = 997
top_cell = "mux2_4"
syn_inst = 59
avgSynthCellArea_um2 = 16.9
ys_types = 6
netlist_top_cells_count = "mux2_4, dfrtp_1, mux2_2"
synth_top_area_share_pct = 45.2
area_leaders = "dfrtp_1, mux2_4, mux2_2, buf_12, buf_6"
yosysWarnings = 1
yosysChipArea_um2 = 997
yosysTopAreaCell = "dfrtp_1"
yosys_cells = 59
numSynthFlops = 18
ff_type = "dfrtp_1"

[power_and_ir_drop]
p_leak_nw = 0.756
ir_drop_v = 0.000448
finalPower_mw = 1.62
power.density_nw_per_um2 = 1040

[critical_path]
critPathLaunch = "reg_out[8]"
arrival_ns = 1.01
crit_type = "flip-flop to output port"
cp-end-kind = "output port"
reg2reg_from = "reg_out[7]"
crit_fanout = 2
cp.required_ns = 0.96
startpoint_type = "flip-flop"

[worst_hold_path]
hold_class = "input port to asynchronous set/reset pin"

[drt]
dr.pass1.iters = 3
finalWirelength_um = 2380
dr.first_iter.drc_count = 7
vias = 654
drcViolationCount = 0
viasPerCell = 3.61
wl_per_cell_um = 13.2
diodes = 0
drtAntennaViolNets = 0

[die]
core_area_um2 = 5470
initCoreUtil_pct = 18.2
die_area_um2 = 9030
std_cell_rows = 27
io_pins = 40
die_h_um = 95
die-width_um = 95

[sta]
drv_slew = 0
rsz0062_at_grt = "true"
finalClockSkew_ns = 0
slew-limit-headroom_pct = 83.6
post-route-period-util_pct = 104
fmax_mhz = 798
post-route-min-period_ns = 1.25
tightest_slew_ns = 0.245
hold_viol = 0
setup_ws_ns = -0.0534
setup_viol = 18

[clocking]
htree_num_levels = 1
cts.sinks = 18
cts_tree = "yes"
insertion_delay_ns = 0.25
clockBufferDepth = 2
numCtsBuffers = 3
cts-root-buf = "clkbuf_8"
clkTransAtPathRegs_ns = 0.07

[place]
dp_hpwl_um = 1670
place_area_um2 = 1460
pre_cts_slack_ns = -0.761
place_congestion = 0.717
portBuffers = 39

[cells_and_area]
final_util_pct = 28.4
reg.largest.list = "reg_out (18)"
final_area_um2 = 1550
regMostFlops = "reg_out"
layout-drive-gt1-share_pct = 64.2
syn_to_final_growth_pct = 55.8
largest_reg_flops = 18

[run]
maxCapViolations = 0
warnings = 27
[cells by family (layout without fill, tap and decap cells)]
| logic type | count (synthesis) | after routing | synth area share (%) |
|---|---|---|---|
| buf+inv | 5 | 55 | 6.65 |
| flops | 18 | 18 | 45.2 |
| mux | 36 | 36 | 48.2 |
[worst paths after layout]
path | endpoint | slack, ns | cells after the start
max reg2reg | reg_out[7] | 0.21 | 3
max in group asynchronous | reg_out[15] | 0.69 | 3
min in group clk0 | reg_out[5] | 0.36 | 2
min | reg_out[1] | 0.31 | 3
min reg2reg | reg_out[5] | 0.51 | 1
max | y[8] | -0.05 | 2
[cells in the final DEF, fill, tap and decap left out]
master	count
dlygate4sd2_1	18
clkdlybuf4s50_1	2
buf_6	9
mux2_4	24
clkbuf_8	4
dfrtp_1	18
buf_12	2
mux2_2	12
buf_16	1
buf_2	9
buf_4	9
inv_1	1
[metal layers]
| metal | share of wire [%] | track usage (%) | vias up |
|---|---|---|---|
| met5 | 0 | 0 | - |
| met4 | 0 | 0.125 | 0 |
| met3 | 8.8 | 2.40 | 0 |
| met2 | 47 | 8.87 | 28 |
| met1 | 45 | 6.78 | 313 |
| li1 | - | - | 313 |
[timing repair]
item,CTS,global route
gates resized,85,7
gates cloned,1,0
hold buffers,0,0
endpoints found under the setup margin,18,18
buffers inserted,3,4
[where the power goes]
group,switching [mW],internal (mW),total [mW],leakage (nW)
registers,0.0313,0.668,0.699,0.210
clock network,0.197,0.291,0.488,0.0288
logic,0.116,0.316,0.432,0.517
[final cells by class]
class / instances / area (µm²)
tap: 72 / 90.1
inverter: 1 / 3.75
sequential: 18 / 450
timing repair buffer: 50 / 459
clock buffer: 4 / 55.1
fill: 570 / 3920
multi-input combinational: 36 / 495
[critical path: stages (launching register included)]
cell	delay (ns)
dfrtp_1	0.39
mux2_4	0.27
buf_6	0.11
[through the flow]
stage	hold slack (ns)	TNS [ns]	instances
3_5_place_dp	0.491	-16.53	169
5_1_grt	0.347	-1.43	181
6_report	0.308	-0.646	181
3_3_place_gp	0.483	-16.15	169
2_1_floorplan	0.179	0	59
4_1_cts	0.306	-0.939	177
Power is estimated from default activity; no workload was simulated.
